===== flow/constraint.sdc =====
current_design SC_controll

set clk_period 2.4
set clk_io_pct 0.2

create_clock -name clk0 -period $clk_period [get_ports {CLK}]

set non_clock_inputs [all_inputs -no_clocks]
set_input_delay [expr $clk_period * $clk_io_pct] -clock clk0 $non_clock_inputs
set_output_delay [expr $clk_period * $clk_io_pct] -clock clk0 [all_outputs]

===== flow/config.mk =====
export PLATFORM = sky130hd
export DESIGN_NAME = SC_controll
export DESIGN_NICKNAME = SC_controll
export VERILOG_FILES = /design/flow/design.v
export SDC_FILE = /design/flow/constraint.sdc
export NUM_CORES = 4
export LEC_CHECK = 1
export CORE_AREA = 10 10 70 70
export DIE_AREA = 0 0 80 80

===== flow/design.v =====
module NparamReg #(parameter Width = 2)(input logic clk, reset , en, input logic [ Width - 1:0] d, 
output logic [ Width - 1:0] q ); 
always_ff@(posedge clk,posedge reset )
if (reset) q <= 0;  
else if (en) q <= d;   
endmodule 
module SC_controll( input logic CLK, reset, input logic [3:0] Cond, input logic [1:0] op , input logic [5:0] funct , input logic [3:0] Rd, input logic [3:0] ALUFlags,
output logic PCSrc , MemtoReg , MemWrite , output logic [1:0]ALUControl, output logic ALUSrc, output logic [1:0] ImmSrc ,RegSrc, output logic RegWrite );
logic [1:0] FlagW;
decoder decoder_1 (op, funct, Rd, FlagW, PCS , RegW , MemW ,MemtoReg, ALUSrc, ImmSrc ,RegSrc ,ALUControl, NoWrite);
condLogic logic_1(CLK, reset,PCS, RegW , MemW, NoWrite, FlagW , ALUFlags , Cond, PCSrc , RegWrite , MemWrite);
endmodule 
module aludecoder (input logic ALUOP, input logic [5:0]funct , output logic [1:0] ALUControl,FlagW, output logic NoWrite);  
always_comb  
begin
 NoWrite = 0;
if(ALUOP) begin  
case(funct[4:1])
4'b0100: ALUControl = 2'b00;  
4'b0010: ALUControl = 2'b01;  
4'b0000: ALUControl = 2'b10;  
4'b1100: ALUControl = 2'b11;  
4'b1010: ALUControl = 2'b01;  
default: ALUControl = 2'bx;  
endcase
if (funct[4:1] == 4'b1010) 
begin
FlagW = 2'b11; 
NoWrite = 1;
end 
else begin
FlagW[1] = funct[0];
FlagW[0] = funct[0] & ( ALUControl == 2'b00 | ALUControl ==  2'b01 );
end 
end 
else  
begin
ALUControl = 2'b00;
FlagW = 2'b00;
end 
end 
endmodule 
module conditionCheck(input logic [3:0] cond , Flags, output logic condEx );  
always_comb
begin 
    casex(cond)
      4'b0000: condEx = Flags[2];
      4'b0001: condEx = ~ Flags[2];
      4'b0010: condEx = Flags[1];
      4'b0011: condEx = ~ Flags[1];
      4'b0100: condEx = Flags[3];
      4'b0101: condEx = ~ Flags[3];
      4'b0110: condEx = Flags[0];
      4'b0111: condEx = ~ Flags[0];
      4'b1000: condEx = ~ Flags[2]& Flags[1];
      4'b1001: condEx = Flags[2] | ~ Flags[1];
      4'b1010: condEx = ~(Flags[3]^Flags[0]);
      4'b1011: condEx = (Flags[3]^Flags[0]);
      4'b1100: condEx = ~ Flags[2] & ~(Flags[3]^Flags[0]);
      4'b1101: condEx = Flags[2]| (Flags[3]^Flags[0]);
      4'b 1110: condEx = 1'b 1;
      default: condEx = 1'b 0;
    endcase
end 
endmodule 
module condLogic(input logic CLK, reset, input logic PCS, RegW , MemW, NoWrite, input logic [1:0] FlagW , input logic [3:0] ALUFlags , Cond,
output logic PCSrc , RegWrite , MemWrite);
logic [3:0]Flags;
logic [1:0] FlagWrite;
NparamReg reg_1(CLK , reset, FlagWrite[1], ALUFlags[3:2], Flags[3:2]);  
NparamReg reg_2(CLK , reset, FlagWrite[0], ALUFlags[1:0],Flags[1:0]); 
conditionCheck Block_1(Cond, Flags , condEx );
assign PCSrc = PCS & condEx;
assign RegWrite = RegW & condEx& ~ NoWrite;
assign MemWrite = MemW & condEx;
always_comb
begin 
FlagWrite[0] = FlagW[0] & condEx;  
FlagWrite[1] = FlagW[1] & condEx;
end 
endmodule 
module decoder (input logic [1:0] op, input logic [5:0] funct, input logic [3:0] Rd,
output logic [1:0] FlagW, output logic PCS , RegW , MemW ,output logic MemtoReg, ALUSrc, output logic [1:0] ImmSrc ,RegSrc ,ALUControl , output logic NoWrite);
logic [9:0]controls; 
logic Branch , ALUOP ;
mainDecoder maindecoder(op ,funct ,controls);
assign {RegSrc , ImmSrc , ALUSrc , MemtoReg , RegW , MemW , Branch , ALUOP} = controls;
pc_logic pcLogic(Rd ,Branch ,RegW ,PCS);
aludecoder ALUdecoder(ALUOP ,funct ,ALUControl ,FlagW, NoWrite);
endmodule
module mainDecoder(input logic [1:0] op, input logic [5:0] funct , output logic [9:0] controls);
always_comb
    casex(op)
     2'b00: if (funct[5]) controls = 10'b0000101001;
     else  controls = 10'b 0000001001;
     2'b01: if(funct[0]) controls = 10'b 0001111000;
     else controls = 10'b1001110100;
     2'b10: controls = 10'b0110100010;
     default: controls = 10'bx;   
    endcase
endmodule 
module pc_logic(input logic [3:0] Rd, input logic Branch, RegW, output logic PCS );
assign PCS = ((Rd == 4'b1111)& RegW)| Branch ;  
endmodule 

===== flow/run.sh =====
#!/bin/bash
# OpenROAD 26Q1-2900-gdf79404cd8, Yosys 0.63+post, stock flow scripts
make -C /OpenROAD-flow-scripts/flow DESIGN_CONFIG=/design/flow/config.mk WORK_HOME=/design/flow/orfs finish

==> run_results.csv <==
group,metric,value,unit
grt,grtUsageTotal,5.77,%
layout,lay_top_count,"buf_4",
sta,hold_viol,0,
setup_path,cp_common_cell,"buf_4",
grt,grt-ovfl-total,0,
placement,numPortBuffers,32,
placement,place_area,1040,µm²
setup_path,path_buffers,5,
synthesis,edf_count,0,
floorplan,rows,21,
floorplan,die_w,80,µm
setup_path,cp_top_family,"buffers and inverters",
setup_path,worstPathRequired,1.92,ns
setup_path,startpoint_type,"primary input",
routing,vias,678,
clock_network,htree_levels,1,
setup_path,crit_chain,"dlygate4sd2_1 > inv_1 > ha_2 > nand2b_1 > buf_4 > nor2_4 > buf_4 > clkdlybuf4s50_1",
setup_path,cp_slowest_cell,"clkdlybuf4s50_1",
routing,drt_iter0_markers,42,
job,openroad.warnings,26,
setup_path,r2r-start,"logic_1.reg_2.q[0]",
synthesis,yosys_warnings,10,
power_and_ir_drop,leakage,0.519,nW
clock_network,cts_made_buffers,3,
job,maxCapViolations,0,
routing,drc,0,
routing,insertedDiodeCount,0,
sta,fin_hold_ws,0.424,ns
placement,place_congestion,0.729,
sta,tns,0,ns
placement,hpwl,1610,µm
routing,drt_wl_total,1910,µm
placement,pre_cts_slack,-0.601,ns
routing,postRouteAntennaNets,0,
synthesis,numSynthFlops,4,
clock_network,cts_buffer_depth,2,
setup_path,cpPeakStageDelay,0.45,ns
floorplan,core_area,3420,µm²
routing,viasPerCell,4.06,
setup_path,worstPathArrival,1.83,ns
synthesis,synth_stat.cells,70,
routing,wl_per_cell,11.4,µm
setup_path,critical_path.endpoint_type,"output pin",
sta,slew_headroom,77.2,%
sta,slew_viol_final,0,
layout,drive_above_1_share,37.2,%
min_path,hp-class,"primary input to async pin",
floorplan,fp_util,17.0,%
sta,period_used_share,96.3,%
sta,final-setup-viol-count,0,
clock_network,cts-root-buf,"clkbuf_4",
grt,grt_pass1_wl,3100,µm
sta,period_minus_slack,2.31,ns
sta,tightest_slew,0.341,ns
setup_path,path_max_fanout,2,
grt,grt_max_degree,10,
layout,comb_area,498,µm²
run_status,status,"finished clean",
setup_path,crit_start,"op[1]",
sta,timing.final.ws_setup,0.0880,ns
floorplan,io_pins,33,
layout,final_area,1190,µm²
grt,antenna_found_initial,0,
synthesis,syn_area,581,µm²
floorplan,dieArea,6400,µm²
layout,syn2layout_area_growth,105,%
power_and_ir_drop,ir_drop,0.254,mV
sta,fin_skew,0.00144,ns
floorplan,fp.dieH,80,µm
synthesis,dominantRegCellSynth,"dfrtp_1",
clock_network,clkSinkCount,4,
synthesis,async_reset_ff_share,100,%
synthesis,synthCells,70,
layout,final_cell_mix,"buf_4 (20), clkdlybuf4s50_1 (19), nor2b_1 (5)",
setup_path,path_class,"primary input to output pin",
synthesis,synthDistinctLibCells,32,
clock_network,cts_hold_buf,0,
clock_network,cts_tree,"done",
synthesis,syn_avg_cell_area,8.29,µm²
grt,grt_pass1_vias,700,
clock_network,insertion_delay,0.23,ns
synthesis,ys_area,581,µm²
layout,nFillCells,344,
power_and_ir_drop,pwr_density_cell,504,nW/µm²
sta,timing.fmax,0.433,GHz
routing,first_pass_iters,3,
synthesis,synth_seq_share,17.2,%
layout,flop_area,103,µm²
clock_network,clkTransAtPathRegs,0.04,ns
## synthesized netlist by cell type (3+ instances only)
library cell | number | area share, %
xor2_1 | 3 | 4.5
nor2b_1 | 5 | 5.4
mux2_1 | 4 | 7.8
nand3_1 | 3 | 2.6
nand2b_1 | 4 | 4.3
nor2_1 | 4 | 2.6
and3_1 | 3 | 3.2
dfrtp_1 | 4 | 17
inv_1 | 5 | 3.2
buf_4 | 5 | 6.5
nor3_1 | 3 | 2.6
## path summary, 6_finish.rpt
path | to | depth (start not counted) | slack (ns)
worst max-delay path | RegSrc[1] | 8 | 0.09
worst min-delay path | logic_1.reg_1.q[1] | 2 | 0.42
worst min register to register | logic_1.reg_2.q[1] | 1 | 0.53
min in group clk0 | logic_1.reg_2.q[1] | 1 | 0.53
worst max register to register | logic_1.reg_1.q[1] | 8 | 0.28
max in group asynchronous | logic_1.reg_2.q[0] | 2 | 1.82
## metal layers
metal	routed length (µm)	share of wire (%)	global-route usage [%]	vias to the layer above
met4	21	1.1	0.880	0
met5	0	0	0	-
met3	162	8.5	2.39	4
met1	802	42	6.94	301
met2	922	48	9.55	15
li1	-	-	-	358
## worst reg2reg max path, stage by stage, from the launching register on
cell      delay, ns
dfrtp_2        0.44
and4bb_1       0.26
o311ai_1       0.08
and3_1         0.22
buf_4          0.13
buf_4          0.12
buf_4          0.12
a31oi_1        0.26
mux2_1         0.36
## report_power, final
part	switching [mW]	internal (mW)	leakage, nW
Clock	0.0263	0.0558	0.0138
Sequential	0.0563	0.106	0.0453
Combinational	0.127	0.227	0.460
## repair_timing
item                                    4_1_cts  5_1_grt
gates resized                                30       14
pin swaps                                     9        9
endpoints found under the setup margin        9        6
buffers inserted                              4        2
## state kept, by name, indices dropped and copies added, names as in the netlist
signal,count
logic_1.reg_1.q,2
logic_1.reg_2.q,2
## layout make-up
class	instances	area share (%)
sequential	4	8.63
tap	46	4.84
multi-input combinational	55	41.9
clock buffer	3	1.89
inverter	5	1.58
timing repair buffer	54	41.2
## logic make-up (layout without fill, tap and decap cells)
kind of cell | after synthesis | in the layout | synth area share [%]
buffers and inverters | 11 | 62 | 10.6
XOR/XNOR | 4 | 4 | 6.04
flip-flops | 4 | 4 | 17.2
adder cells (fa/ha/maj) | 2 | 2 | 4.31
AND-OR/OR-AND | 11 | 11 | 17.0
multiplexers | 6 | 6 | 11.4
AND/OR/NAND/NOR | 32 | 32 | 33.4
## metrics by stage
| step | instances | util (%) | power, mW |
|---|---|---|---|
| final | 167 | 34.8 | 0.599 |
| after CTS | 165 | 33.4 | 0.580 |
| after floorplan | 70 | - | 0.305 |
| after global placement | 158 | 30.3 | 0.431 |
| after global routing | 167 | 34.8 | 0.652 |
| after detailed placement | 158 | 30.3 | 0.440 |
Power figures rest on the tool's default switching activity, not on a simulated workload.
